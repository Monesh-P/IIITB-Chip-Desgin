`/design/flow/design.v`:
```
module pe_mac (
    input  logic        clk,
    input  logic        rst,
    input  logic        valid,
    input  logic [7:0]  a,
    input  logic [7:0]  b,
    output logic [15:0] acc
);
    always_ff @(posedge clk or posedge rst) begin
        if (rst)
            acc <= 16'd0;
        else if (valid)
            acc <= acc + (a * b);
    end
endmodule
```
`/design/flow/run.sh`:
```
#!/bin/bash
# OpenROAD 26Q1-2900-gdf79404cd8, Yosys 0.63+post, stock flow scripts
make -C /OpenROAD-flow-scripts/flow DESIGN_CONFIG=/design/flow/config.mk WORK_HOME=/design/flow/orfs finish
```
`/design/flow/config.mk`:
```
export PLATFORM = sky130hd
export DESIGN_NAME = pe_mac
export DESIGN_NICKNAME = pe_mac
export VERILOG_FILES = /design/flow/design.v
export SDC_FILE = /design/flow/constraint.sdc
export NUM_CORES = 4
export LEC_CHECK = 1
export CORE_UTILIZATION = 40
```
`/design/flow/constraint.sdc`:
```
current_design pe_mac

set clk_period 5.4
set clk_io_pct 0.2

create_clock -name clk0 -period $clk_period [get_ports {clk}]

set non_clock_inputs [all_inputs -no_clocks]
set_input_delay [expr $clk_period * $clk_io_pct] -clock clk0 $non_clock_inputs
set_output_delay [expr $clk_period * $clk_io_pct] -clock clk0 [all_outputs]
```
==> metrics.yaml <==
cp_common_cell: "fa_1"
fp_util: 0.4195
openroad.warnings: 25
postLayoutCoreUtil: 0.5407
grt_max_degree: 26
path_buffers: 4
vias: 2357
largest_reg_flops: 16
final-seq-area_um2: 400.4
cap_violations: 0
crit_cells: 16
placedCellCount: 517
finalCritPeriodShare: 0.9618
endpoint_kind: "flip-flop"
numClockSinks: 16
grt_overflow: 0
synth_flops: 16
clkLatencyLatePin_ns: 0.25
top_regs: "acc: 16 flops"
ys_types: 37
synth_area_mm2: 0.003092
drtAntennaViolNets: 0
gr-usage-all-layers: 0.1831
avgSynthCellArea_um2: 8.783
core-area_mm2: 0.007370
cts.htree.levels: 1
critPathSlowestCell: "fa_1"
yosys-top-cells-area: "fa_1 32%, ha_1 14%, dfrtp_1 13%"
worstPathRequired_ns: 5.57
die_h_um: 89.92
pre_cts_ws_ns: -0.2471
postSynthCellCount: 352
detail_route.iter0.violations: 93
period_minus_slack_ns: 5.194
die_area_mm2: 0.008085
skew_ns: 0.0005153
wirelength_um: 6403
path_cells: "clkdlybuf4s50_1 > buf_4 > and2_1 > fa_1 > fa_1 > fa_1 > inv_1 > fa_1 > inv_1 > ha_1 > a21oi_2 > o211ai_1 > or4_1 > o221a_2 > mux2i_1 > xor2_1"
async_reset_ff_frac: 1.000
fin_ws_ns: 0.2062
ios: 35
rsz0062_at_grt: "false"
via_per_inst: 4.507
cts_tree: "built"
synth-edff-count: 0
yosys_area_mm2: 0.003092
critPathKind: "input pin to flip-flop"
outcome: "finished, final reports clean"
ys_seq_share: 0.1295
cts_max_path_buffers: 2
fillCellCount: 654
num_antenna_cells: 0
place.gp.congestion: 0.8230
dp_hpwl_um: 5699
cts_root_buffer: "clkbuf_8"
io_buffers: 34
max_freq_mhz: 192.5
area_growth_pct: 28.90
comb_area_mm2: 0.002352
drcViolationCount: 0
slew_headroom: 0.5746
firstDrtPassIters: 4
yosys_most_used_dff: "dfrtp_1"
fin_cells: 523
slew_violations: 0
num_rows: 31
regMostFlops: "acc"
synth_warnings: 1
hold_path_class: "flip-flop to flip-flop"
r2r_slack_ns: 1.25
arrival_ns: 5.37
drive_gt1_frac: 0.1439
hold_depth: 1
worst_pin_slew_ns: 0.6374
hold_viol: 0
die_x_um: 89.92
routedWlPerCell_um: 12.24
cts_buffers: 3
crit_family: "adder cells"
setup_violations: 0
antenna_found_initial: 0
worstRegToRegCells: 15
cpPeakStageDelay_ns: 0.53
crit_path_max_fanout: 7
grt_pass1_wl_um: 11390
synth_stat.cells: 352
yosysTopAreaCell: "fa_1"
top_area_frac: 0.3238
clk_pin_slew_worst_paths_ns: 0.06
grt_pass1_vias: 2421
critical_path.startpoint_type: "input pin"
[routing by layer]
metal	routed length (µm)	part of all wire	GRT usage
met1	3024	0.47	0.2899
met2	3020	0.47	0.2878
met3	305	0.048	0.03694
met4	52	0.0081	0.01210
met5	0	0	0
[worst reg2reg max path, stage by stage (launching register included)]
cell      delay [ns]
dfrtp_1         0.37
inv_1           0.09
fa_1            0.53
inv_1           0.05
fa_1            0.46
fa_1            0.49
inv_1           0.05
fa_1            0.53
inv_1           0.04
ha_1            0.34
nand2_1         0.11
o21bai_2        0.15
a31oi_4         0.12
a311o_1         0.39
a211o_1         0.29
nand3_1         0.06
[cell type report]
| type | count | share of cell area |
|---|---|---|
| inverters | 100 | 0.09419 |
| clock buffers | 4 | 0.01381 |
| well taps | 99 | 0.03108 |
| multi-input cells | 231 | 0.5903 |
| flip-flops and latches | 16 | 0.1005 |
| repair buffers | 73 | 0.1702 |
[worst paths after layout]
check / startpoint / end
min: acc[15] / acc[15]
min reg2reg: acc[15] / acc[15]
max: a[2] / acc[15]
max reg2reg: acc[7] / acc[13]
max in group asynchronous: rst / acc[8]
min in group asynchronous: rst / acc[13]
[cell families after synthesis]
family / count (synthesis) / share of synthesized area
AND-OR/OR-AND: 31 / 0.07041
XOR/XNOR: 10 / 0.02833
adder cells (fa/ha/maj): 85 / 0.4654
buffers and inverters: 105 / 0.1283
flip-flops: 16 / 0.1295
multiplexers: 6 / 0.02104
AND/OR/NAND/NOR: 99 / 0.1570
[stage by stage]
stage | area, µm² | TNS (ns) | hold WS, ns
3_5_place_dp | 3812 | -1.168 | 0.4708
4_1_cts | 3867 | 0 | 0.4990
2_1_floorplan | 3092 | 0 | 0.4204
3_3_place_gp | 3812 | -0.9571 | 0.4763
5_1_grt | 3985 | 0 | 0.5122
6_report | 3985 | 0 | 0.4823
[what timing repair did]
action | 4_1_cts | 5_1_grt
gates resized | 0 | 30
hold buffers | 0 | 0
buffers inserted | 0 | 2
setup endpoints to repair | 0 | 6
[placed cells by master (no fill, tap or decap), types with 3 or more instances in the layout]
cell type,Yosys,routed
mux2_2,4,4
xnor2_1,6,6
dlymetal6s2s_1,0,15
clkdlybuf4s50_1,0,19
nand2_1,46,46
nand3_1,4,4
xor2_1,4,4
fa_1,50,48
buf_4,0,37
ha_1,35,35
o21a_1,3,3
nor2_1,6,6
and2_1,34,32
nor2b_1,3,3
clkbuf_8,0,4
inv_1,100,100
o21ai_0,7,6
dfrtp_1,16,16
[synth_stat cells, drive strengths merged (3+ instances only)]
library cell and n:
inv 100, fa 50, nand2 46, ha 35, and2 34, dfrtp 16, o21ai 8, nor2 6
xnor2 6, a21oi 5, mux2 4, nand3 4, xor2 4, clkbuf 3, nor2b 3, o21a 3
